==> design.v <==
module mem_waligned_32#(
    parameter MEM_WIDTH = 6
) ( 
    input logic clk, reset, we,
    input logic [3:0] be,
    input logic [31:0] a, wd,
    output logic [31:0] rd,
    output logic err 
);
logic werr, rerr;
logic [1:0][1:0][7:0] mem[2**MEM_WIDTH-1:0];
always_ff@(posedge clk) begin : mem_write
    werr = 1'b0;
    if(we) begin 
        case(be)
        4'b1111: mem[a[7:2]] <= wd;  
        4'b1100: mem[a[7:2]][1] <= wd[31:16];  
        4'b0011: mem[a[7:2]][0] <= wd[15:0]; 
        4'b1000: mem[a[7:2]][1][1] <= wd[31:24];
        4'b0100: mem[a[7:2]][1][0] <= wd[23:16];
        4'b0010: mem[a[7:2]][0][1] <= wd[15:8];
        4'b0001: mem[a[7:2]][0][0] <= wd[7:0];
        default:
            werr = 1'b1;
        endcase
    end
end
always_comb begin : mem_read 
   rerr = 1'b0;
   rd = 0;
   case(be)
        4'b1111: rd = mem[a[7:2]];  
        4'b1100: rd[31:16] = mem[a[7:2]][1];
        4'b0011: rd[15:0] = mem[a[7:2]][0];
        4'b1000: rd[31:24] = mem[a[7:2]][1][1];
        4'b0100: rd[23:16] = mem[a[7:2]][1][0];
        4'b0010: rd[15:8]  = mem[a[7:2]][0][1];
        4'b0001: rd[7:0]   = mem[a[7:2]][0][0];
        default: begin
            rerr = 1'b1;
            rd = 'hDEADBEEF;
        end
    endcase
end
assign err = werr | rerr;
endmodule
module obi_slave_be#(
   parameter int unsigned ADDR_WIDTH = 32, 
   parameter int unsigned DATA_WIDTH = 32,
   parameter int unsigned AUSER_WIDTH = 0,
   parameter int unsigned WUSER_WIDTH = 0,
   parameter int unsigned RUSER_WIDTH = 0,
   parameter int unsigned ID_WIDTH = 0,
   parameter int unsigned ACHK_WIDTH = 0,
   parameter int unsigned RCHK_WIDTH = 0,
   parameter bit COMB_GNT = 0
) ( 
   input logic clk_i,
   input logic reset_ni,
   input logic obi_req_i,
   output  logic obi_gnt_o,
   input logic [ADDR_WIDTH-1:0] obi_addr_i,
   input logic obi_we_i,
   input logic [DATA_WIDTH/8-1:0] obi_be_i,
   input logic [DATA_WIDTH-1:0] obi_wdata_i,
   output logic obi_rvalid_o,
   input logic obi_rready_i,  
   output logic [DATA_WIDTH-1:0] obi_rdata_o,
   output logic obi_err_o
);
localparam MEM_WIDTH=6; 
logic [ADDR_WIDTH-1:0] addr_q;
logic [DATA_WIDTH-1:0] rdata_q;
logic [DATA_WIDTH-1:0] wdata_q;
logic [DATA_WIDTH/8-1:0] be_q;
logic mem_we;
mem_waligned_32 #(
    .MEM_WIDTH (6)
) mem ( 
    .clk (clk_i), 
    .reset (reset_ni), 
    .we(mem_we),    
    .be(be_q),  
    .a (addr_q),   
    .wd(wdata_q),
    .rd(rdata_q),
    .err(obi_err_o) 
); 
logic chip_en;
assign chip_en = obi_req_i | obi_gnt_o;
always_ff@(posedge clk_i or negedge reset_ni) begin
    if(!reset_ni) begin
        addr_q <= '0;
    end
    else if(chip_en) begin
        addr_q <= obi_addr_i; 
    end
end
always_ff@(posedge clk_i or negedge reset_ni) begin
    if(!reset_ni) begin
        wdata_q <= '0;
    end
    else if(chip_en) begin
        wdata_q <= obi_wdata_i; 
    end
end
always_ff@(posedge clk_i or negedge reset_ni) begin
    if(!reset_ni) begin
        be_q <= '0;
    end
    else if(chip_en) begin
        be_q <= obi_be_i; 
    end
end
typedef enum logic [1:0] {
    RESET     = 2'b11,
    IDLE      = 2'b00,
    READ  = 2'b10,
    WRITE  = 2'b01
} statetype;
statetype state, nextstate;
always_ff@(posedge clk_i or negedge reset_ni) begin
    if(!reset_ni) begin
        state <= RESET;
    end
    else begin
        state <= nextstate;
    end
end
always_comb begin : nextstate_comb
    obi_rdata_o = 0;
    mem_we = 'b0;
    case(state)
        RESET:
           nextstate = IDLE;
        IDLE:
           if(!obi_we_i && obi_req_i) begin
                nextstate = READ;
           end
           else if(obi_we_i && obi_req_i) begin
                nextstate = WRITE;
                mem_we = 1'b1; 
           end
           else nextstate = IDLE;
       READ: begin
           obi_rdata_o = rdata_q;
           if (obi_rready_i) nextstate = IDLE;
           else nextstate = READ;
           end
       WRITE: begin
           if(obi_rready_i) begin
               nextstate = IDLE;
               mem_we = 1'b0;
           end
           else nextstate = WRITE;
       end
    endcase
end
    assign obi_gnt_o = (state == IDLE);
    assign obi_rvalid_o = (state != IDLE); 
endmodule
==> run.sh <==
#!/bin/bash
# OpenROAD 26Q1-2900-gdf79404cd8, Yosys 0.63+post, stock flow scripts
make -C /OpenROAD-flow-scripts/flow DESIGN_CONFIG=/design/flow/config.mk WORK_HOME=/design/flow/orfs finish
==> config.mk <==
export PLATFORM = sky130hd
export DESIGN_NAME = obi_slave_be
export DESIGN_NICKNAME = obi_slave_be
export VERILOG_FILES = /design/flow/design.v
export SDC_FILE = /design/flow/constraint.sdc
export NUM_CORES = 4
export LEC_CHECK = 1
export CORE_UTILIZATION = 40
==> constraint.sdc <==
current_design obi_slave_be

set clk_period 32.0
set clk_io_pct 0.2

create_clock -name clk0 -period $clk_period [get_ports {clk_i}]

set non_clock_inputs [all_inputs -no_clocks]
set_input_delay [expr $clk_period * $clk_io_pct] -clock clk0 $non_clock_inputs
set_output_delay [expr $clk_period * $clk_io_pct] -clock clk0 [all_outputs]
==> run_results.csv <==
group,metric,value,unit
drt,ant_nets,0,
floorplanning,die-area,0.2053,mm2
clocking,numCtsBuffers,206,
clocking,postCtsResizedCells,0,
placement,dpl.hpwl,166.9,mm
critical_path,reg2reg_setup_slack,26.65,ns
final_timing,min_period_over_period,40.94,%
clocking,cts_buffer_depth,3,
critical_path,reg2regPathDepth,9,
placement,port_buffers,81,
critical_path,worstPathArrival,6.70,ns
critical_path,path_buffers,5,
critical_path,path_cells,"buf_4 > buf_4 > and2_2 > buf_4 > buf_4 > a221oi_1 > a211oi_1 > a211oi_1 > a41oi_1 > clkdlybuf4s50_1",
drt,viasPerCell,6.257,
synthesis,edf_count,2048,
worst_hold_path,hold_path.class,"reg -> reg",
synthesis,async_flop_share,2.102,%
floorplanning,fp.dieW,453.1,um
clocking,clkSlewWorstSetupHoldPaths,0.06,ns
power,p_per_area,68.27,mW/mm2
final_timing,post-route-min-period,13.10,ns
clocking,cts-root-buf,"clkbuf_16",
critical_path,cpLargestDelayFamily,"buffers and inverters",
critical_path,path_common_cell,"buf_4",
drt,drc_errors,0,
global_route,grt_max_degree,79,
synthesis,yosysChipArea,0.08138,mm2
finish,lay_top_count,"edfxtp_1",
synthesis,ff_type,"edfxtp_1",
critical_path,regToRegStartpoint,"addr_q[4]",
placement,dp_cells,7535,
job,maxCapViolCount,0,
critical_path,slowest_stage,"buf_4",
power,ir_worst_vdd,0.06409,mV
critical_path,endpoint_kind,"output pin",
finish,final-comb-area,0.01692,mm2
clocking,cts_tree,"yes",
final_timing,relSlewSlack,21.92,%
synthesis,yosysWarnings,2,
critical_path,crit_start,"addr_q[4]",
critical_path,max_stage_delay,0.68,ns
final_timing,tns,0,ns
global_route,grtUsageTotal,29.44,%
critical_path,r2r_end,"mem.mem[61][10]",
global_route,grt_first_pass_wirelength,385.3,mm
final_timing,fmax,76.33,MHz
global_route,antenna_found_initial,23,
clocking,holdBufCountCts,0,
critical_path,critPathLaunchType,"flop",
finish,area_delta_synth_final,14.35,%
synthesis,syn_avg_cell_area,16.97,um2
final_timing,slew_viol_final,0,
synthesis,synth_area,0.08138,mm2
finish,seq_area,0.06268,mm2
drt,wl_per_cell,34.87,um
final_timing,setup_violations,0,
job,warnings,52,
status,status,"finished clean",
final_timing,fin_ws,18.90,ns
drt,drt_iter0_markers,3931,
worst_hold_path,holdPathStages,1,
critical_path,cp_max_fo,45,
placement,place_congestion,0.9738,
worst_hold_path,hp-start,"wdata_q[29]",
clocking,clkSinkCount,2093,
power,p_leak,28.92,nW
final_timing,skew,0.05532,ns
placement,place_ws,19.93,ns
floorplanning,dieHeight,453.1,um
drt,vias,49620,
floorplanning,coreArea,0.2021,mm2
finish,postLayoutCoreUtil,46.04,%
finish,n_fill_cell,16690,
drt,drt_first_pass_iters,5,
synthesis,yosysUniqueCellTypes,81,
global_route,gr-total-overflow,0,
final_timing,rsz0062_at_grt,"no",
critical_path,worstPathRequired,25.60,ns
floorplanning,row_count,165,
synthesis,postSynthSeqShare,76.95,%
drt,wl,276.5,mm
clocking,clk_latency,0.88,ns
finish,stdcell_count,7930,
synthesis,synth_cells,4796,
critical_path,path_class,"reg -> out",
clocking,postCtsSetupBuffers,0,
finish,final_cell_mix,"edfxtp_1 (2,048), nor2_1 (370), buf_4 (362), a22oi_1 (357), a221oi_1 (332)",
clocking,cts-htree-levels,4,
global_route,grt_pass1_vias,51320,
synthesis,numSynthFlops,2093,
finish,final_layout_size_suffix_gt1_share,17.78,%
floorplanning,initial_core_util,40.26,%
final_timing,tightest_slew,1.167,ns
floorplanning,io_pins,108,
final_timing,final_hold_viol_count,0,
worst_hold_path,hold_end,"wdata_q[29]",
synthesis,yosys_cells,4796,
synthesized netlist by cell type (all sizes together) (4+ instances only):
| library cell | count | area share (%) |
|---|---|---|
| a2bb2oi | 5 | 0.054 |
| a31oi | 40 | 0.31 |
| a2111oi | 6 | 0.080 |
| o22ai | 139 | 1.1 |
| nor2b | 9 | 0.078 |
| a41oi | 6 | 0.065 |
| o21ai | 112 | 0.69 |
| o2111a | 5 | 0.069 |
| a222oi | 10 | 0.12 |
| dfrtp | 42 | 1.3 |
| a221o | 27 | 0.33 |
| o21a | 5 | 0.046 |
| o32ai | 11 | 0.12 |
| or2 | 5 | 0.038 |
| buf | 274 | 1.9 |
| mux2 | 173 | 2.4 |
| o2bb2ai | 9 | 0.097 |
| nor3b | 10 | 0.12 |
| o211ai | 6 | 0.055 |
| a22o | 45 | 0.48 |
| nand2 | 168 | 0.78 |
| nor4 | 17 | 0.13 |
| and4 | 5 | 0.054 |
| o221ai | 26 | 0.28 |
| a21oi | 89 | 0.55 |
| nand2b | 10 | 0.077 |
| edfxtp | 2048 | 76 |
| and3 | 15 | 0.12 |
| a211o | 5 | 0.054 |
| inv | 8 | 0.037 |
| o22a | 17 | 0.18 |
| and3b | 7 | 0.075 |
| mux4 | 43 | 1.2 |
| clkbuf | 107 | 0.49 |
| nand3 | 16 | 0.098 |
| nor3 | 34 | 0.23 |
| a22oi | 357 | 3.3 |
| and2 | 4 | 0.031 |
| a221oi | 335 | 3.6 |
| mux2i | 106 | 1.3 |
| or3 | 10 | 0.077 |
| a211oi | 21 | 0.19 |
| nor2 | 374 | 1.7 |
worst max-delay path by stage:
stage                 slack (ns)              end  cells past startpoint
after CTS                  19.04  obi_rdata_o[31]                     10
after global routing       18.84  obi_rdata_o[31]                     10
final                      18.90   obi_rdata_o[1]                     10
state kept, by name, indices dropped and copies added, names as in the netlist:
name,flops
mem.mem,2048
wdata_q,32
be_q,4
mem.werr,1
addr_q,6
state,2
cells by family after synthesis:
logic type             after synthesis  share of synthesized area, %
flip-flops                        2093                         76.95
AND-OR/OR-AND                     1296                         11.99
AND/OR/NAND/NOR                    695                         3.739
buffers and inverters              389                         2.421
multiplexers                       322                         4.892
XOR/XNOR                             1                       0.01076
layout make-up:
type,count,share of cell area (%)
sequential,2093,67.35
timing repair buffer,448,3.894
inverter,8,0.04302
tap,2672,3.593
clock buffer,278,6.089
antenna,17,0.04571
multi-input combinational,2314,18.18
clock inverter,100,0.8027
report_power, final:
group          internal (mW)  switching [mW]  leakage, nW
registers               3.09          0.0165         18.9
clock network           1.30            1.01         3.13
logic                  0.249           0.679         6.90
total                   4.64            1.71         28.9
metrics by stage:
stage | cell area [um2] | hold slack, ns | power [mW]
5_1_grt | 93040 | 0.5233 | 6.517
3_5_place_dp | 86600 | 0.5023 | 4.068
3_3_place_gp | 86600 | 0.4987 | 4.063
2_1_floorplan | 81380 | 0.4808 | 3.658
6_report | 93060 | 0.5096 | 6.353
4_1_cts | 93020 | 0.5152 | 6.350
layer usage:
layer | share of wire [%] | track usage, % | vias to the layer above
met4 | 6.1 | 14.31 | 52
met5 | 0.39 | 3.988 | -
met1 | 30 | 32.11 | 24510
met2 | 44 | 40.22 | 3950
li1 | - | - | 20350
met3 | 19 | 24.73 | 755
No activity file was given, so power comes from the tool's default toggle rates.
